### ./run.sh
#!/bin/bash
# OpenROAD 26Q1-2900-gdf79404cd8, Yosys 0.63+post, stock flow scripts
make -C /OpenROAD-flow-scripts/flow DESIGN_CONFIG=/design/flow/config.mk WORK_HOME=/design/flow/orfs finish
### ./config.mk
export PLATFORM = sky130hd
export DESIGN_NAME = control_unit
export DESIGN_NICKNAME = control_unit
export VERILOG_FILES = /design/flow/design.v
export SDC_FILE = /design/flow/constraint.sdc
export NUM_CORES = 4
export LEC_CHECK = 1
export CORE_AREA = 10 10 70 70
export DIE_AREA = 0 0 80 80
### ./constraint.sdc
current_design control_unit

set clk_period 2.5
set clk_io_pct 0.2

create_clock -name clk0 -period $clk_period [get_ports {clk}]

set non_clock_inputs [all_inputs -no_clocks]
set_input_delay [expr $clk_period * $clk_io_pct] -clock clk0 $non_clock_inputs
set_output_delay [expr $clk_period * $clk_io_pct] -clock clk0 [all_outputs]
### ./design.v
`default_nettype none
module control_unit #(
    parameter int unsigned N = 2,
    parameter int unsigned M = 2,
    localparam int unsigned N_BIT_WIDTH = (N > 1) ? $clog2(N) : 1,
    localparam int unsigned M_BIT_WIDTH = (M > 1) ? $clog2(M) : 1
) (
    input  wire                        clk,
    input  wire                        rst_n,
    input  wire                        start,         
    input  wire                        fetch_stall,
    input  wire                        fifo_full,
    input  wire                        PE_ready,
    input  wire                        data_stall,  
    output logic                       start_PE,     
    output logic                       done,         
    output logic                       load_row,     
    output logic                       fetch_row,    
    output logic                       fetch_col,    
    output logic [N_BIT_WIDTH-1:0]     n,            
    output logic [M_BIT_WIDTH-1:0]     m             
);
    typedef enum logic [2:0] {
        IDLE,         
        FETCH_ROW,    
        PREP_ROW,     
        FETCH_COL,    
        ISSUE_PE,     
        ADVANCE,      
        DONE          
    } state_t;
    state_t curr_state, next_state;
    logic [N_BIT_WIDTH-1:0] n_nxt;
    logic [M_BIT_WIDTH-1:0] m_nxt;
    logic set_done;
    logic last_row, last_col, can_issue, can_fetch;
    assign last_row = (n == N-1);
    assign last_col = (m == M-1);
    assign can_fetch = (PE_ready & ~fetch_stall);
    assign can_issue = (PE_ready & ~fifo_full & ~data_stall);
    always_ff @(posedge clk, negedge rst_n) begin
        if (~rst_n)
            done <= 1'b0;
        else if (start)
            done <= 1'b0;
        else if (set_done)
            done <= 1'b1;
    end
    always_ff @(posedge clk, negedge rst_n) begin
        if (~rst_n) begin
           curr_state   <= IDLE;
            n       <= '0;
            m       <= '0;
        end else begin
           curr_state <= next_state;
            n     <= n_nxt;
            m     <= m_nxt;
        end
    end
    always_comb begin
        next_state = curr_state;
        n_nxt      = n;
        m_nxt      = m;
        start_PE   = 1'b0;
        load_row   = 1'b0;
        fetch_row  = 1'b0;
        fetch_col  = 1'b0;
        set_done   = 1'b0;
        case (curr_state)
            IDLE: begin
                if (start) begin
                    n_nxt   = '0;
                    m_nxt   = '0;
                    next_state = FETCH_ROW;
                end
            end
            FETCH_ROW: begin
                if (can_fetch) begin
                    fetch_row = 1'b1;
                    next_state = PREP_ROW;
                end
            end
            PREP_ROW: begin
                if (~data_stall) begin
                    load_row  = 1'b1;
                    next_state = FETCH_COL;
                end
            end
            FETCH_COL: begin
                if (can_fetch) begin
                    fetch_col = 1'b1;
                    next_state = ISSUE_PE;
                end
            end
            ISSUE_PE: begin
                if (can_issue) begin
                    start_PE = 1'b1;
                    next_state  = ADVANCE;
                end
            end
            ADVANCE: begin
                if(last_row & last_col) begin
                    next_state = DONE;
                end else if (last_col) begin
                    m_nxt      = '0;
                    n_nxt      = n + 1'b1;
                    next_state = FETCH_ROW;
                end else begin 
                    m_nxt      = m + 1'b1;
                    next_state = FETCH_COL;
                end
            end
            DONE: begin
                if (PE_ready) begin
                    set_done = 1'b1;
                    next_state = IDLE;
                end
            end
            default: next_state = IDLE;
        endcase
    end
endmodule
==> job_summary.md <==
### Flow metrics

| Metric | Value |
|---|---|
| WHS Path Cells | 1 |
| Number of post-CTS setup repair buffers | 0 |
| RSZ-0062 raised after global routing | no |
| Layout Cells excl Fill | 104 |
| Via count | 365 |
| Die span in x | 80 um |
| Number of enable flip-flop cells | 0 |
| Max_slew headroom | 70.7% |
| Drt drc | 0 |
| Setup CP Type | primary input to output pin |
| R2R Path End | m |
| Row Count | 21 |
| Peak supply drop | 0.255 mV |
| CTS Root Cell | clkbuf_4 |
| Startpoint Class | primary input |
| R2R Path Start | n |
| Yosys stat area | 428 um^2 |
| R2R cell count | 3 |
| Hold_buf cts | 0 |
| Hold/Removal Path Class | flop to flop |
| Power Density | 711 nW/um^2 |
| Final Skew | 0.00965 ns |
| Wirelength, routed | 1020 um |
| R2R Setup Slk | 1.56 ns |
| Buf/Inv on CP | 2 |
| CTS sink count | 10 |
| Syn-to-layout area delta | 54.1% |
| CTS tree | yes |
| Hold Path Origin | curr_state[2] |
| Via/cell ratio | 3.51 |
| Worst Path Required | 2.00 ns |
| Total Neg Setup Slack | 0 ns |
| Die Y | 80 um |
| Number of global-route vias before repair | 416 |
| Period Utilization, post-route | 97.6% |
| Final Util | 19.3% |
| First-pass GRT wire length | 1820 um |
| Family with the most delay on the worst path | buffers and inverters |
| GPL Wtd Cong | 0.788 |
| Mapped cell area | 428 um^2 |
| Worst skew pair latency | 0.27 ns |
| Antenna Nets Post-Route | 0 |
| H-tree depth | 1 |
| Worst Path Arrival | 1.94 ns |
| Clock tree buffer depth | 2 |
| Fmax | 410 MHz |
| Initial antenna violation count | 0 |
| Synth Seq Share | 58.8% |
| Synth Register Bits | 10 |
| GRT Residual Overflow | 0 |
| Worst-path fanout max | 3 |
| Die Footprint | 6400 um^2 |
| Leak | 0.000289 uW |
| Ant. Diodes | 0 |
| Crit-path slowest cell | clkdlybuf4s50_1 |
| Ratio of cells with drive above 1 in the final layout | 13.8% |
| Yosys warnings | 1 |
| Core Util at FP | 12.5% |
| Mean Syn Cell Area | 10.7 um^2 |
| IO Port Bufs | 13 |
| Critical path's most frequent cell | clkdlybuf4s50_1 |
| Cells after Synth | 40 |
| Unique masters post-synth | 20 |
| Main flop type | dfrtp_1 |
| Worst-margin pin slew | 0.438 ns |
| DP Cell Count | 100 |
| Router iterations before antenna repair | 2 |
| Maxcap violations | 0 |
| DRT iter0 DRCs | 4 |
| Number of I/O pins | 14 |
| Post-synthesis async set-or-reset flop share | 100% |
| Final setup viols | 0 |
| CP endpoint kind | output pin |
| Final Max-Slew Violation Tally | 0 |
| Routed WL per cell | 9.84 um |
| Ys cells | 40 |
| CTS Buf Count | 3 |
| Worst Hold End | curr_state[2] |
| Status | finished, final reports clean |
| Fill count | 395 |
| OpenROAD warnings | 25 |
| Core area | 3420 um^2 |
| Fin crit period | 2.44 ns |
| Largest net degree at the start of global routing | 11 |
| CP Cell Sequence | clkdlybuf4s50_1 -> or3b_4 -> nor2_2 -> clkdlybuf4s50_1 |
| GR Util All Layers | 3.39% |
| CTS resizes | 0 |
| Hold Fails Final Rpt | 0 |
| Clock transition at the registers of the reported paths | 0.07 ns |
| Worst stage delay on the critical path | 0.48 ns |
==> flip-flops by register name, summed over array words and instances, names as in the netlist <==
signal      flops
curr_state      7
done            1
m               1
n               1
==> cells by family after synthesis <==
family          synth area share, %
compound gates                 18.1
buf+inv                        3.51
flops                          58.8
mux                            2.34
simple gates                   17.3
==> Yosys cell counts, types with 2 or more instances <==
| master | count | share of area [%] |
|---|---|---|
| nor2_1 | 2 | 1.8 |
| dfrtp_1 | 9 | 53 |
| nand2_1 | 2 | 1.8 |
| and2_1 | 2 | 2.9 |
| inv_1 | 4 | 3.5 |
| o21ai_0 | 2 | 2.3 |
| nor2b_1 | 2 | 2.9 |
| nand2b_1 | 2 | 2.9 |
| a21oi_1 | 3 | 3.5 |
| a21o_1 | 2 | 3.5 |
==> cell type report <==
| type | count | area [um^2] | area share (%) |
|---|---|---|---|
| flip-flops and latches | 10 | 251 | 38.1 |
| inverters | 4 | 15.0 | 2.28 |
| repair buffers | 14 | 140 | 21.3 |
| well taps | 46 | 57.6 | 8.73 |
| clock buffers | 4 | 26.3 | 3.98 |
| multi-input cells | 26 | 169 | 25.6 |
==> how the worst max path moves through the flow <==
stage / startpoint / end / cells past startpoint
4_1_cts: PE_ready / start_PE / 4
5_1_grt: data_stall / start_PE / 4
6_report: data_stall / start_PE / 4
==> layer usage <==
layer	vias up	share of wire [%]	global-route usage [%]
met3	3	4.5	0.795
met5	-	0	0
li1	179	-	-
met4	0	2.3	0.704
met1	173	46	3.96
met2	10	47	6.10
==> metrics by stage <==
stage | total power, uW | setup slack [ns] | hold WS, ns | area, um^2
2_1_floorplan | 279 | 1.04 | 0.204 | 428
3_3_place_gp | 354 | 0.0174 | 0.458 | 623
3_5_place_dp | 358 | 0.00821 | 0.465 | 623
4_1_cts | 475 | 0.00821 | 0.481 | 649
5_1_grt | 500 | 0.0213 | 0.512 | 659
6_report | 469 | 0.0599 | 0.476 | 659
==> placed cells by master, fill, tap and decap left out, types with 2 or more instances in the layout <==
master	netlist	routed
clkdlybuf4s50_1	0	12
a21o_1	2	2
nand2b_1	2	2
and2_1	2	2
o21ai_0	2	2
a21oi_1	3	3
dfrtp_1	9	9
nand2_1	2	2
clkbuf_4	0	3
inv_1	4	4
==> worst register-to-register path: cells and delay by family, from the launching register on <==
| kind | cells | cell delay [ns] |
|---|---|---|
| AND/OR/NAND/NOR | 1 | 0.20 |
| flip-flops | 1 | 0.42 |
| AND-OR/OR-AND | 2 | 0.20 |
==> power by group <==
group          total (uW)  internal, uW  switching [uW]
clock network         115          61.6            53.9
registers             236           199            36.8
logic                 118          77.8            39.8
total                 469           338             131
Power is estimated from default activity; no workload was simulated.
