$ cat flow/design.v
`default_nettype none
module ring_buffer #(
    parameter int DATA_WIDTH = 8,
    parameter int FIFO_SIZE  = 20
) (
    input  wire clk,
    input  wire rst_n,
    input  wire [DATA_WIDTH-1:0] entry,
    input  wire insert, pop,  
    output logic [DATA_WIDTH-1:0] head,
    output logic full, empty
);
    localparam int FIFO_IDX_WIDTH = (FIFO_SIZE > 1) ? $clog2(FIFO_SIZE)   : 1;   
    localparam int FIFO_CNT_WIDTH = (FIFO_SIZE > 0) ? $clog2(FIFO_SIZE+1) : 1;   
    logic [FIFO_IDX_WIDTH-1:0] head_index;
    wire  [FIFO_IDX_WIDTH-1:0] nxt_head_idx;
    logic [FIFO_CNT_WIDTH-1:0] current_entries;
    wire                       inc, dec;
    logic [DATA_WIDTH-1:0]     fifo [0:FIFO_SIZE-1];
    wire  [FIFO_IDX_WIDTH-1:0] write_idx;
    wire  [FIFO_IDX_WIDTH:0]   sum;  
    wire                       write_en;
    assign full  = (current_entries == FIFO_SIZE[FIFO_CNT_WIDTH-1:0]);
    assign empty = (current_entries == '0);
    assign head  = fifo[head_index];
    always_ff @(posedge clk or negedge rst_n) begin  
        if (~rst_n) 
            head_index <= '0;
        else if (pop & ~empty) 
            head_index <= nxt_head_idx;
    end
    assign nxt_head_idx = (head_index != FIFO_SIZE - 1'b1) ? head_index + 1'b1 : '0;
    always_ff @(posedge clk or negedge rst_n) begin
        if (~rst_n)
            current_entries <= '0;
        else 
            current_entries <= current_entries + inc - dec;
    end
    assign inc =  insert & ~pop & ~full;
    assign dec = ~insert &  pop & ~empty;
    integer i;
    always_ff @(posedge clk or negedge rst_n) begin
        if (~rst_n)
            for (i = 0; i < FIFO_SIZE; i++) fifo[i] <= '0;
        else if (write_en)
            fifo[write_idx] <= entry;
    end
    assign write_en = insert & (~full | pop);
    assign sum = head_index + current_entries[FIFO_IDX_WIDTH-1:0];
    assign write_idx = (sum >= FIFO_SIZE) ? sum - FIFO_SIZE : sum[FIFO_IDX_WIDTH-1:0];
endmodule
`default_nettype wire
$ cat flow/run.sh
#!/bin/bash
# OpenROAD 26Q1-2900-gdf79404cd8, Yosys 0.63+post, stock flow scripts
make -C /OpenROAD-flow-scripts/flow DESIGN_CONFIG=/design/flow/config.mk WORK_HOME=/design/flow/orfs finish
$ cat flow/config.mk
export PLATFORM = sky130hd
export DESIGN_NAME = ring_buffer
export DESIGN_NICKNAME = ring_buffer
export VERILOG_FILES = /design/flow/design.v
export SDC_FILE = /design/flow/constraint.sdc
export NUM_CORES = 4
export LEC_CHECK = 1
export CORE_UTILIZATION = 30
$ cat flow/constraint.sdc
current_design ring_buffer

set clk_period 5.0
set clk_io_pct 0.2

create_clock -name clk0 -period $clk_period [get_ports {clk}]

set non_clock_inputs [all_inputs -no_clocks]
set_input_delay [expr $clk_period * $clk_io_pct] -clock clk0 $non_clock_inputs
set_output_delay [expr $clk_period * $clk_io_pct] -clock clk0 [all_outputs]
==> flow_summary.yaml <==
# implementation run metrics
global_route:
  grt_max_degree: 121
  antenna_found_initial: 0
  track_usage_pct: 16.7
  grt_pass1_vias: 5711
  grt-ovfl-total: 0
  grt_pass1_wl_um: 34500
cells_and_area:
  final_cell_mix: "170 x dfrtp_1, 159 x mux2_2, 32 x nand2_1"
  area_delta_synth_final_pct: 14.3
  nFillCells: 2564
  post-route-util_pct: 35.0
  layout_top_cell: "dfrtp_1"
  drive_above_1_share_pct: 31.4
synthesis:
  yosys_cells: 664
  ys_ff: 170
  syn_avg_cell_area_sq_um: 12.4
  netlist_instances: 664
  synth_top_flop_cell: "dfrtp_1"
  syn_area_sq_um: 8260
  synth-edff-count: 0
  ys_warn_count: 2
  yosys_area_sq_um: 8260
  ys_types: 49
  synth_seq_share_pct: 51.5
  ys_async_sr_fraction_pct: 100
cts:
  clock_latency_ns: 0.44
  cts_buffer_depth: 2
  ctsResizeCount: 0
  h-tree-depth: 4
  path_clk_slew_ns: 0.07
  post_cts_buffers: 0
  numCtsBuffers: 17
  root_buffer: "clkbuf_16"
  hold_buffers: 0
  cts_tree: "yes"
  cts.sinks: 170
route:
  drc: 0
  diodes: 0
  wl_um: 21900
  via_per_inst: 5.35
  dr.pass1.iters: 5
  drt_iter0_markers: 420
  vias: 5536
  wl_per_cell_um: 21.2
  ant_nets: 0
power_and_ir_drop:
  vdd_drop_max_mv: 0.392
  finalPower_mw: 7.25
  p_leak_nw: 4.12
  power.density_nw_per_um2: 768
critical_path:
  crit_required_ns: 4.00
  crit_type: "flip-flop to output port"
  critPathArrivalTime_ns: 3.52
  critPathCaptureType: "output port"
  path_max_fanout: 9
  worstSetupStartpointType: "flip-flop"
worst_hold_path:
  hold_class: "input pin to async pin"
place:
  dpl.hpwl_um: 15300
  gp_congestion: 0.974
  dp_slack_ns: 0.902
  io_buffers: 21
final_timing:
  fin_skew_ns: 0.00813
  fin_crit_sh_pct: 90.5
  finalHoldViolations: 0
  fin_crit_ns: 4.52
  fmax_ghz: 0.221
  setup_tns_ns: 0
  worst_slack_ns: 0.476
  slew_headroom_pct: 39.3
  maxSlewViolCount: 0
  worst_pin_slew_ns: 0.907
  finalSetupViolCount: 0
  fin_hold_ws_ns: 0.499
  rsz0062_at_grt: "false"
run:
  warnings: 32
  maxCapViolCount: 0
floorplan:
  die_h_um: 168
  row_count: 60
  die_w_um: 168
  coreArea_sq_um: 27000
  ios: 22
  fp_util_pct: 30.7
  dieArea_sq_um: 28200
status:
  outcome: "finished, final reports clean"
==> flip-flops by register name (all words and copies together), names as in the netlist <==
signal and cells:
current_entries 5, fifo 160, head_index 5
==> cell families (layout without fill, tap and decap cells) <==
| group | after synthesis | in the layout | synth area share, % |
|---|---|---|---|
| buffers and inverters | 56 | 86 | 2.57 |
| muxes | 177 | 177 | 24.1 |
| xor gates and xnor gates | 7 | 7 | 0.833 |
| DFF | 170 | 170 | 51.5 |
| and+or+nand+nor | 140 | 140 | 9.09 |
| AOI/OAI and AO/OA | 94 | 94 | 8.68 |
| adders and majority gates | 20 | 20 | 3.21 |
==> report_power, final <==
group          switching (mW)  internal (mW)  total, mW  leakage (nW)
sequential              0.403           2.01       2.41          2.14
clock                   0.620          0.666       1.29         0.282
combinational            1.83           1.73       3.56          1.70
==> cell usage after synthesis (all sizes together), types with 11 or more instances <==
master	count	area share, %
ha	18	2.7
a22oi	23	2.1
nor2	32	1.9
mux2	167	23
nand3	11	0.67
clkbuf	32	1.5
a222oi	12	1.5
a21oi	14	0.89
nand2	32	1.5
dfrtp	170	51
inv	19	0.86
o21ai	12	0.73
==> routing by layer <==
layer | part of all wire (%) | vias to the layer above | wire (um) | track usage, %
met3 | 7.7 | 25 | 1690 | 5.36
met4 | 2.1 | 0 | 464 | 3.03
li1 | - | 2491 | - | -
met2 | 45 | 168 | 9850 | 24.7
met1 | 45 | 2852 | 9930 | 24.7
met5 | 0 | - | 0 | 0
==> layout make-up <==
| type | instances | area [sq um] | area share (%) |
|---|---|---|---|
| Clock buffer | 17 | 425 | 4.50 |
| Clock inverter | 15 | 144 | 1.52 |
| Inverter | 19 | 71.3 | 0.755 |
| Multi-Input combinational cell | 438 | 3790 | 40.2 |
| Sequential cell | 170 | 4250 | 45.0 |
| Tap cell | 341 | 427 | 4.52 |
| Timing Repair Buffer | 35 | 329 | 3.48 |
==> critical path: stages (launching register included) <==
cell and delay (ns):
dfrtp_1 0.44, inv_1 0.17, ha_1 0.44, nand2b_1 0.17, nor2_1 0.46, nor3_1 0.12, nand3b_1 0.10, a21oi_1 0.05
buf_4 0.18, nor4_1 0.38, a21oi_1 0.13, clkdlybuf4s50_1 0.45
==> stage by stage <==
step | instance area [sq um] | std cells
final | 9450 | 1035
after global routing | 9450 | 1035
after CTS | 9450 | 1035
after detailed placement | 8880 | 1003
after global placement | 8880 | 1003
after floorplan | 8260 | 664
==> path summary, 6_finish.rpt <==
| kind | start | endpoint | slack [ns] | cells past startpoint |
|---|---|---|---|---|
| max | head_index[1] | head[7] | 0.48 | 11 |
| min | rst_n | current_entries[1] | 0.50 | 1 |
| max reg2reg | head_index[0] | fifo[17][7] | 0.85 | 11 |
| min reg2reg | fifo[17][1] | fifo[17][1] | 0.50 | 1 |
| max in group asynchronous | rst_n | fifo[12][6] | 3.48 | 2 |
| min in group clk0 | fifo[17][1] | fifo[17][1] | 0.50 | 1 |
Power figures rest on the tool's default switching activity, not on a simulated workload.
