<file path="flow/design.v">
`default_nettype none
module MAC #(
    parameter DATA_WIDTH  = 16,
    parameter ACCUM_WIDTH = 2*DATA_WIDTH + 1
) (
    input  wire                         rst_n,
    input  wire                         clk,
    input  wire                         clr,
    input  wire                         run,
    input  wire signed [DATA_WIDTH-1:0] in1,
    input  wire signed [DATA_WIDTH-1:0] in2,
    output logic signed [ACCUM_WIDTH-1:0] total,
    output logic                          err
);
    wire  signed [2*DATA_WIDTH-1:0] next_product;
    logic signed  [ACCUM_WIDTH-1:0] SExt_product;
    wire  signed  [ACCUM_WIDTH-1:0]   next_total;
    always_ff @(posedge clk, negedge rst_n) begin
        if(~rst_n) 
            SExt_product <= '0;
        else if (clr)
            SExt_product <= '0;
        else if(run)
            SExt_product <=  next_product;
    end
    assign next_product = in1 * in2;
    always_ff @(posedge clk, negedge rst_n) begin
        if (~rst_n)
            total <= '0;
        else if (clr)
            total <= '0;
        else if (run)
            total <= next_total;
    end
    assign next_total = total + SExt_product;
    wire msb_total  =        total[ACCUM_WIDTH-1];
    wire msb_addend = SExt_product[ACCUM_WIDTH-1];
    wire msb_new    =   next_total[ACCUM_WIDTH-1];
    wire same_sign = ~(msb_total ^ msb_addend);
    wire ovf_next = same_sign & (msb_new ^ msb_total);
    always_ff @(posedge clk, negedge rst_n) begin
        if (~rst_n)
            err <= 1'b0;
        else if (clr)
            err <= 1'b0;
        else if (run)
            err <= err | ovf_next;
    end
endmodule
</file>
<file path="flow/run.sh">
#!/bin/bash
# OpenROAD 26Q1-2900-gdf79404cd8, Yosys 0.63+post, stock flow scripts
make -C /OpenROAD-flow-scripts/flow DESIGN_CONFIG=/design/flow/config.mk WORK_HOME=/design/flow/orfs finish
</file>
<file path="flow/config.mk">
export PLATFORM = sky130hd
export DESIGN_NAME = MAC
export DESIGN_NICKNAME = MAC
export VERILOG_FILES = /design/flow/design.v
export SDC_FILE = /design/flow/constraint.sdc
export NUM_CORES = 4
export LEC_CHECK = 1
export CORE_UTILIZATION = 30
</file>
<file path="flow/constraint.sdc">
current_design MAC

set clk_period 12.4
set clk_io_pct 0.2

create_clock -name clk0 -period $clk_period [get_ports {clk}]

set non_clock_inputs [all_inputs -no_clocks]
set_input_delay [expr $clk_period * $clk_io_pct] -clock clk0 $non_clock_inputs
set_output_delay [expr $clk_period * $clk_io_pct] -clock clk0 [all_outputs]
</file>
==> flow_metrics.tcl <==
# metrics dict for downstream scripts
set metrics [dict create \
    status "completed" \
    final-hold-violation-count 0 \
    fin_skew_ps 6.22 \
    drtIter0Drc 435 \
    core-area_sq_um 45600 \
    max_cap_violations 0 \
    wl_per_cell_microns 14.1 \
    cpMostUsedCell "fa_1" \
    area_delta_synth_final_pct 11.6 \
    ioPinCount 70 \
    r2r-start "total[0]" \
    ys_area_sq_um 13900 \
    die_h_microns 217 \
    hold_start "SExt_product[24]" \
    cts_resized 0 \
    logic_area_sq_um 10900 \
    clk_pin_slew_ps 50 \
    worstSetupPathType "in -> reg" \
    use_met2_pct 24.1 \
    antennaDiodeCount 0 \
    utilization_pct 34.0 \
    grt_use_total_pct 14.2 \
    cts_tree "built" \
    hp-class "reg -> reg" \
    drc 0 \
    critical-path-top-delay-family "adder cells" \
    flop_cell "dfrtp_1" \
    slowest_delay_ps 1000 \
    ys_async_sr_fraction_pct 100 \
    ys_cells 1507 \
    synth_cells 1507 \
    r2r_setup_slack_ps 9000 \
    crit_path_end_kind "flip-flop" \
    met1_usage_pct 19.2 \
    fillers 4537 \
    critical_path_arrival_ps 9240 \
    startpoint_type "input port" \
    dieArea_sq_um 47200 \
    grt_use_met3_pct 3.31 \
    finalSetupViolCount 0 \
    ys_ff 66 \
    finalCritPeriodShare_pct 72.8 \
    ff2ff_path_depth 12 \
    tns_ps 0 \
    critPathLaunch "in1[9]" \
    drive_gt1_share_pct 2.77 \
    antenna_found_initial 0 \
    syn_avg_cell_area_sq_um 9.23 \
    overflow 0 \
    die_x_microns 217 \
    drt_wl_total_mm 30.4 \
    reg2reg_to "total[32]" \
    busiest_layer "met2" \
    worstMarginPinSlew_ps 878 \
    rsz0062_at_grt "no" \
    ys_seq_share_pct 11.9 \
    hold_ws_ps 514 \
    maxSlewHeadroom_pct 41.3 \
    first_global_vias 10500 \
    critical_path_buf_inv_count 4 \
    cts_made_buffers 9 \
    via_count 10100 \
    fp_util_pct 30.5 \
    numPortBuffers 69 \
    slowest_stage "clkdlybuf4s50_1" \
    holdPathEnd "SExt_product[24]" \
    rows 78 \
    routed_via_density 4.68 \
    cts_root_buf "clkbuf_16" \
    slew_violations 0 \
    regArea_sq_um 1650 \
    ys_types 60 \
    cp_data_required_time_ps 12610 \
    syn_area_sq_um 13900 \
    ctsHtreeMaxLevel 3 \
    min_period_ps 9030 \
    grt_max_degree 47 \
    cp_max_fo 16 \
    grt_pass1_wl_mm 51.6 \
    clockBufferDepth 2 \
    dr.pass1.iters 5 \
    gp_congestion 0.892 \
    edf_count 0 \
    max_freq_ghz 0.111 \
    path_cells "clkdlybuf4s50_1, nand2_1, fa_1, inv_1, fa_1, fa_1, fa_1, fa_1, inv_1, fa_1, inv_1, ha_1, a21oi_2, o21ai_1, a211o_1, a21oi_1, a21bo_1, a31o_1, a211oi_2, o21bai_1, and4b_1, or3_1" \
    yosys_warnings 1 \
    hpwlAfterDp_mm 25.5 \
    insertion_delay_ps 340 \
    cts_hold_buf 0 \
    post_cts_buffers 0 \
    clock_sink_count 66 \
    warnings 25 \
    ant_nets 0 \
    hold_path_depth 1 \
]
-- cell type report --
type	count	share of cell area [%]
Timing Repair Buffer	76	4.69
Sequential cell	66	10.6
Tap cell	600	4.84
Inverter	303	7.33
Multi-Input combinational cell	1089	70.4
Clock inverter	5	0.500
Clock buffer	11	1.56
-- cell families (layout without fill, tap and decap cells) --
logic type               after synthesis  in the layout  synth area share (%)
AND-OR/OR-AND                        185            185                  9.03
XOR/XNOR                              59             59                  3.72
adder cells (fa/ha/maj)              377            377                  48.1
buffers and inverters                352            395                  9.53
flip-flops                            66             66                  11.9
multiplexers                          39             39                  2.81
AND/OR/NAND/NOR                      429            429                  14.9
-- worst max path at each step --
stage	to	slack (ps)	cells after the start
after global routing	SExt_product[30]	2960	22
after CTS	SExt_product[30]	3380	22
final	SExt_product[30]	3370	22
-- metal layers --
layer | routed length [microns] | vias up
met3 | 1560 | 32
met1 | 12700 | 5101
met5 | 0 | -
li1 | - | 4729
met4 | 495 | 0
met2 | 15700 | 209
-- cells in the mapped netlist (all sizes together) (3+ instances only) --
| library cell | number | area, sq um |
|---|---|---|
| a211oi | 16 | 135 |
| a21o | 20 | 151 |
| a21oi | 58 | 313 |
| a22o | 8 | 70.1 |
| a31o | 3 | 26.3 |
| and2 | 124 | 776 |
| buf | 7 | 30.0 |
| clkbuf | 42 | 158 |
| dfrtp | 66 | 1650 |
| fa | 263 | 5270 |
| ha | 114 | 1430 |
| inv | 303 | 1140 |
| mux2i | 39 | 390 |
| nand2 | 145 | 544 |
| nand2b | 11 | 68.8 |
| nand3 | 9 | 45.0 |
| nand3b | 6 | 45.0 |
| nand4 | 6 | 37.5 |
| nor2 | 97 | 364 |
| nor2b | 10 | 62.6 |
| nor3 | 9 | 45.0 |
| o211ai | 7 | 52.6 |
| o21a | 6 | 45.0 |
| o21ai | 39 | 203 |
| o21bai | 8 | 60.1 |
| or3 | 4 | 25.0 |
| xnor2 | 40 | 350 |
| xor2 | 19 | 166 |
-- cells in the final DEF (no fill, tap or decap), types with 10 or more instances in the layout --
| cell | netlist | layout |
|---|---|---|
| inv_1 | 303 | 303 |
| fa_1 | 263 | 263 |
| xor2_1 | 19 | 19 |
| mux2i_1 | 39 | 39 |
| nand2b_1 | 11 | 11 |
| and2_1 | 124 | 124 |
| dfrtp_1 | 66 | 66 |
| clkdlybuf4s50_1 | 0 | 66 |
| a21oi_1 | 54 | 54 |
| a21o_1 | 19 | 19 |
| nor2_1 | 97 | 97 |
| o21ai_0 | 33 | 33 |
| a211oi_1 | 13 | 13 |
| ha_1 | 114 | 114 |
| xnor2_1 | 40 | 40 |
| nand2_1 | 145 | 145 |
| nor2b_1 | 10 | 10 |
-- through the flow --
stage / instances / setup WS (ps) / area (sq um)
2_1_floorplan: 1507 / 4020 / 13900
3_3_place_gp: 2134 / 3080 / 15200
3_5_place_dp: 2134 / 3010 / 15200
4_1_cts: 2150 / 3380 / 15500
5_1_grt: 2150 / 2960 / 15500
6_report: 2150 / 3370 / 15500
-- state kept, by name, indices dropped and copies added (netlist names) --
register      cells
SExt_product     32
err               1
total            33
-- worst reg2reg max path: stages, from the launching register on --
cell and delay, ps:
dfrtp_1 390, ha_1 250, fa_1 440, a211oi_2 270, o211ai_1 180, a2111oi_2 450
o21ai_2 170, a21oi_2 320, a21oi_2 120, a31o_2 300, mux2i_1 180, xnor2_1 140
nor2_1 60
